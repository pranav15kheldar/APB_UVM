[flow/config.mk]
export PLATFORM = sky130hd
export DESIGN_NAME = apb_ram
export DESIGN_NICKNAME = apb_ram
export VERILOG_FILES = /design/flow/design.v
export SDC_FILE = /design/flow/constraint.sdc
export NUM_CORES = 4
export LEC_CHECK = 1
export CORE_UTILIZATION = 40
[flow/design.v]
`timescale 1ns/1ns
interface apb_if(clk,rst);
  input clk,rst;
   logic [31:0]PADDR;
   logic [31:0]PWDATA;
   logic [31:0]PRDATA;
   logic PWRITE;
   logic PREADY;
   logic PSEL;
   logic PENABLE;
   logic PSLVERR;
endinterface
`timescale 1ns/1ns
module apb_ram (
  input presetn,
  input pclk,
  input psel,
  input penable,
  input pwrite,
  input [31:0] paddr, pwdata,
  output reg [31:0] prdata,
  output reg pready, pslverr
);
  reg [31:0] mem [32];
typedef enum logic [1:0] {
  idle = 2'b00,
  setup = 2'b01,
  access = 2'b10,
  transfer = 2'b11
} state_type;
  state_type state = idle, next_state = idle; 
  always@(posedge pclk)
    begin
      if(presetn == 1'b0) 
      begin
        state <= idle;
        prdata <= 32'h00000000;
        pready <= 1'b0;
         pslverr <= 1'b0;
        for(int i = 0; i < 32; i++) begin
          mem[i] <= 0;
        end
       end 
      else 
        begin
      case(state)
      idle : 
      begin
        prdata <= 32'h00000000;
        pready <= 1'b0;
        pslverr <= 1'b0;
        if((psel == 1'b0) && (penable == 1'b0)) 
            begin
            state <= setup;
            end
      end
      setup:  
      begin
           if((psel == 1'b1) && (penable == 1'b0)) begin
            if(paddr < 32) begin 
            state <= access;
            pready <= 1'b1;
            end
            else
            begin
            state <= access;
            pready <= 1'b0;
            end
           end
            else
            state <= setup;
      end
      access: 
      begin 
        if(psel && pwrite && penable) 
          begin
            if(paddr < 32) 
            begin
            mem[paddr] <= pwdata;
            state <= transfer;
            pslverr <= 1'b0;
            end
            else 
            begin
            state <= transfer;
            pready <= 1'b1;
            pslverr <= 1'b1;
            end
          end
        else if ( psel && !pwrite && penable)
            begin
            if(paddr < 32) 
            begin
            prdata <= mem[paddr];
            state <= transfer;
            pready <= 1'b1;
            pslverr <= 1'b0;
            end
            else 
            begin
            state <= transfer;
            pready <= 1'b1;
            pslverr <= 1'b1;
            prdata <= 32'hxxxxxxxx;
            end
          end
       end      
        transfer: begin
          state <= setup;
          pready <= 1'b0;
          pslverr <= 1'b0;
        end
      default : state <= idle;
      endcase
    end
  end
endmodule
[flow/run.sh]
#!/bin/bash
# OpenROAD 26Q1-2900-gdf79404cd8, Yosys 0.63+post, stock flow scripts
make -C /OpenROAD-flow-scripts/flow DESIGN_CONFIG=/design/flow/config.mk WORK_HOME=/design/flow/orfs finish
[flow/constraint.sdc]
current_design apb_ram

set clk_period 14.9
set clk_io_pct 0.2

create_clock -name clk0 -period $clk_period [get_ports {pclk}]

set non_clock_inputs [all_inputs -no_clocks]
set_input_delay [expr $clk_period * $clk_io_pct] -clock clk0 $non_clock_inputs
set_output_delay [expr $clk_period * $clk_io_pct] -clock clk0 [all_outputs]
==> changes_impl.md <==
## Implementation

- Clock sink count: 1060
- Routed via count: 30100
- Biggest area cells: edfxtp_1 66%, mux2i_1 11%, nor2_1 8.2%, o22ai_1 3.4%, buf_6 2.6%
- Top cells by count: 1028 x nor2_1, 1024 x edfxtp_1, 513 x mux2i_1
- Clock Skews: 0.0630 ns
- Layout cells sized above 1: 0.0838
- P&R area growth vs syn: 11.8%
- Initial antenna violation count: 1
- Leak Pwr: 0.0179 µW
- Cell total in the yosys stat output: 3675
- Max_slew headroom: 0.418
- Full die area: 0.118 mm²
- Routed WL: 152 mm
- Final setup viols: 0
- Gpl congestion: 0.927
- Crit Path Max Fanout: 81
- Syn avg cell area: 12.7 µm²
- # fillers: 10100
- Antenna diodes: 0
- Vias per cell: 5.69
- Ys flop type: edfxtp_1
- Power density cells: 123 mW/mm²
- # hold bufs at CTS: 0
- Post-synth ARST share: 0
- Crit path DRT: 15.19 ns
- Per-cell routed wire length: 28.7 µm
- Post-DP HPWL: 90.9 mm
- Final Max Tran Viols: 0
- Initial Utilization: 0.403
- Most Used Layer, Global Route: met2
- Worst reg2reg setup slack: 10.33 ns
- Tightest Hold Check Type: reg -> reg
- H-tree levels: 3
- First-pass DRT Iterations: 7
- CP Data Arrival Time: 7.61 ns
- DIE WIDTH: 344 µm
- GRT met3 Usage: 0.195
- Setup crit start kind: primary input
- Cell Rows: 125
- Maximum clock frequency: 0.137 GHz
- OpenROAD warning count: 30
- M2 GR Usage: 0.398
- Max VDD drop: 0.000101 V
- Count of state elements after synthesis: 1060
- Hold Fails Final Rpt: 0
- Setup TNS: 0 ns
- GRT Resource Usage Total: 0.279
- Die Span Y: 344 µm
- EDFF count, synth: 1024
- Residual DRC: 0
- First-pass GRT wire length: 217 mm
- Port Buffer Count: 102
- Status: completed
- Max-cap viol count: 0
- CTS Buffer Depth: 3
- RSZ-0062 raised after global routing: no
- Most numerous cell in the Yosys netlist: nor2_1
- Hold_ws: 0.477 ns
- Yosys cell types: 43
- Initial DRC Count: 2353
- CTS Buf Count: 108
- Worst-path clk slew: 0.06 ns
- Largest net degree at the start of global routing: 83
- Final Cycle Share: 0.491
- Core area: 0.116 mm²
- Yosys synthesis chip area: 0.0468 mm²
- CP Class: in -> reg
- Post-CTS setup buffer count: 0
- Syn Std Cell Area: 0.0468 mm²
- Routing usage on met1: 0.356
- Root Driver: clkbuf_16
- I/O pin count: 103
- Post-layout min period: 7.31 ns
- Cts repair resizes: 0
- Synth warn: 1
- Gr ovfl total: 0
- Setup crit end kind: flop
- Worst-Skew Late Latency: 0.72 ns
- Slew of the pin with the lowest slew margin: 0.872 ns
- Worst reg2reg path depth: 9
- Final ANT Viol Nets: 0
- Hold depth: 1
- Top-area cell share: 0.657
- Yosys top cell by area: edfxtp_1
- Clock tree from TritonCTS: yes
- Synth Seq Share: 0.672
- Vias in the first global route: 30300
- Gate Count Post-Synth: 3675
## layer usage
metal | part of all wire | up-vias
li1 | - | 13300
met1 | 0.35 | 14600
met2 | 0.44 | 1865
met3 | 0.17 | 307
met4 | 0.033 | 11
met5 | 0.0023 | -
## path summary, 6_finish.rpt
kind                                 start         end
worst min register to register  prdata[16]  prdata[16]
worst max register to register    state[0]  mem[11][8]
worst min-delay path            prdata[16]  prdata[16]
worst max-delay path             paddr[30]  mem[11][8]
## registers in the layout, summed over array words and instances (netlist names)
register,flops
pready,1
pslverr,1
mem,1024
state,2
prdata,32
## power breakdown
part | total, µW | internal, µW | leakage [µW] | switching, µW
clock network | 2610 | 1460 | 0.00165 | 1150
logic | 446 | 123 | 0.00542 | 323
registers | 3380 | 3350 | 0.0109 | 24.9
total | 6430 | 4940 | 0.0179 | 1490
## placed cells by master (no fill, tap or decap), types with 3 or more instances in the layout
cell             instances
mux2i_1                513
clkinv_16                3
a22o_1                  32
o22ai_1                258
nand2_1                295
clkbuf_8                12
o21ai_0                  7
edfxtp_1              1024
or4b_2                   4
nor4_1                  70
clkinv_2                12
nand4bb_4                6
clkinv_1                19
and2_2                   4
clkbuf_1                37
bufinv_16                3
nand3_1                  4
clkdlybuf4s50_1        100
nor2_1                1027
inv_1                    5
nand2b_1                 3
nand4b_1                 6
dfxtp_1                 36
buf_4                  111
ha_1                     5
o21ai_4                 32
clkbuf_16              109
## stage by stage
stage               total power (µW)  setup WS [ns]  area (µm²)  utilization  instances
floorplan                       3670           8.03       46800            -       3675
global placement                3880           6.94       48900        0.422       5097
detailed placement              3880           6.93       48900        0.422       5097
CTS                             6450           7.62       52300        0.451       5296
global route                    6600           7.39       52300        0.451       5296
finish                          6430           7.59       52300        0.451       5296
## worst max-delay path, stage by stage
cell and delay [ns]:
clkdlybuf4s50_1 0.40, nor4_1 0.31, nand4_1 0.28, nor4_2 0.74, nand2_8 0.53, buf_4 0.52
buf_4 0.43, o21ai_4 0.75, buf_4 0.56
## logic make-up after synthesis
| kind of cell | Yosys count | synth area share |
|---|---|---|
| fa+ha+maj | 5 | 0.00134 |
| compound gates | 333 | 0.0454 |
| simple gates | 1444 | 0.124 |
| mux | 513 | 0.110 |
| buf+inv | 320 | 0.0471 |
| flops | 1060 | 0.672 |
## layout make-up
| class | count | area, µm² | area share |
|---|---|---|---|
| Sequential cell | 1060 | 31500 | 0.601 |
| Tap cell | 1524 | 1910 | 0.0364 |
| Clock buffer | 158 | 3030 | 0.0579 |
| Multi-Input combinational cell | 2295 | 13700 | 0.261 |
| Inverter | 5 | 18.8 | 0.000359 |
| Timing Repair Buffer | 213 | 1870 | 0.0357 |
| Clock inverter | 41 | 369 | 0.00705 |
Power and IR drop assume default switching activity.
